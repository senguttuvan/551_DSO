File: design.v
module UART_comm_mstr(clk,rst_n,RX,TX,cmd,send_cmd,cmd_sent,resp_rdy,resp,clr_resp_rdy);
input clk,rst_n,RX,send_cmd,clr_resp_rdy;
input [23:0] cmd;
output [7:0] resp;
output TX,cmd_sent,resp_rdy;
wire [7:0] cmd_part;
reg send,cmd_sent;
uart_tx iutx(.TX(TX), .trmt(send), .tx_data(cmd_part), .rst_n(rst_n), .clk(clk), .tx_done(byte_done));
uart_rx iurx(.clk(clk) , .rst_n(rst_n), .rx_data(resp), .RX(RX), .clr_rdy(clr_resp_rdy), .rdy(resp_rdy));
reg [2:0] tx = 0;
assign cmd_part = ( tx == 0 ) ? cmd [23 : 16] :
			((tx == 1 )? cmd[15:8] :
				((tx == 2)?cmd[7:0] : 8'h00));
reg [1:0] state,nstate;
localparam IDLE = 2'b00;
localparam TXD = 2'b01;
localparam TX2 = 2'b10;
always @(posedge clk, negedge rst_n) begin
if(!rst_n)
state <= IDLE;
else
state <= nstate;
end
reg clr_tx;
always @(posedge clk, negedge rst_n) begin
if(!rst_n)
tx <= 0;
else if (clr_tx)
tx <= 0;
end
reg q = 0;
always @(state,send_cmd,tx,byte_done) begin
send = 0;
cmd_sent = 0;
clr_tx  =0;
case (state)
IDLE : if (send_cmd) begin
					nstate = TXD;
	     end
		   else
		      nstate = IDLE;
TXD : if (tx == 3) begin
			  cmd_sent = 1;
			  nstate = IDLE;
			  clr_tx  =1;
		  end
			else	begin
				send = 1;
				nstate = TX2;
			end
TX2 : if (byte_done) begin
				tx = tx + 1;
				nstate = TXD;
			end
			else begin
				nstate = TX2;
			end
endcase
end
endmodule
module uart_rx(clk, rst_n, rx_data, RX, clr_rdy, rdy);
input clr_rdy, clk, rst_n, RX;
output reg rdy;
output reg[7:0] rx_data;
reg q1_RX, q2_RX, q3_RX, clr_rcv, count_en, baud_count_en, clr_baud, data_rdy;
wire rx_fall, bit_count_en, bit_half_count;
wire [9:0] data_shift;
reg [5:0] baud_count;
reg [3:0] bit_count;
reg [7:0] rcv_data;
typedef enum reg[1:0] {IDLE, START, RCV, STOP} state_t;
state_t state, next_state;
always @(posedge clk, negedge rst_n) begin
if(!rst_n)
q1_RX <= 0;
else
q1_RX <= RX;
end
always @(posedge clk) begin
q2_RX <= q1_RX;              
q3_RX <= q2_RX;
end
assign rx_fall = q3_RX & ~q2_RX;
assign data_shift = (count_en) ? {q2_RX, rcv_data[7:1]} : rcv_data;
assign bit_count_en = (baud_count == 6'd43) ? 1 : 0;
assign bit_half_count = (baud_count == 6'd22) ? 1: 0;
always @(posedge clk, negedge rst_n) begin    
if(!rst_n)
rdy <= 0;
else if(clr_rdy)
rdy <= 0;
else if(!clr_rdy & data_rdy)
rdy <= 1;
end
always @(posedge clk, negedge rst_n) begin
if(~rst_n)
rx_data <= 8'h00;
else if(bit_count[3])
rx_data <= rcv_data[7:0];
end
always @(posedge clk, negedge rst_n) begin     
if(!rst_n)
baud_count <= 6'h00;
else if(bit_count_en | clr_baud)
baud_count <= 6'h00;
else if(baud_count_en & ~bit_count_en)
baud_count <= baud_count + 1;
end
always @(posedge clk, negedge rst_n) begin       
if(!rst_n)
bit_count <= 4'h0;
else if(clr_rdy | clr_rcv)
bit_count <= 4'h0;
else if(count_en)
bit_count <= bit_count + 1;
end
always @(posedge clk, negedge rst_n) begin    
if(!rst_n)
rcv_data <= 8'h00;
else if(~clr_rcv)
rcv_data <= data_shift;
else
rcv_data <= 8'h00;
end
always @(posedge clk, negedge rst_n) begin
if(!rst_n)
state <= IDLE;
else
state <= next_state;
end
always @(state, rx_fall, bit_count, bit_count_en, clr_baud, bit_half_count) begin
next_state = IDLE;    
clr_rcv = 0;
count_en = 0;
baud_count_en = 0;
data_rdy = 0;
clr_baud = 0;
case(state)
IDLE : begin
       if(rx_fall) begin
        next_state = START;
        clr_rcv = 1;
       end
       else
        next_state = IDLE;
       end
START : begin
        baud_count_en = 1;
        if(bit_half_count) begin
        next_state = RCV;
        clr_baud = 1;
        end
        else 
        next_state = START;
        end
RCV : begin
      baud_count_en = 1;
      count_en = bit_count_en;
      if(~bit_count[3])    
        next_state = RCV;
      else begin
        clr_baud = 1;
        next_state = STOP;
      end
      end
STOP : begin
        baud_count_en = 1;
        if(bit_count_en) begin
         next_state = IDLE;
         clr_baud = 1;
         data_rdy = 1;
        end
        else
         next_state = STOP;
        end
default : next_state =IDLE;
endcase
end
endmodule
module uart_tx(TX, trmt, tx_data, rst_n, clk, tx_done);
input trmt, clk, rst_n;
input [7:0] tx_data;
output TX;
output reg tx_done;
typedef enum reg[1:0] {IDLE, START, XMIT} state_t;
state_t next_state, state;
reg [3:0] bit_count;
reg [5:0] baud_count;
reg [7:0] command_tx;
wire count_en, tx_start_bit;
wire [7:0] shift_tx;
assign count_en = tx_done ? 0 : ((baud_count==6'd43) ? 1 : 0);
assign shift_tx = (state == IDLE | (state==START)) ? tx_data : (count_en ? {1'b1, command_tx[7:1]} :command_tx);
assign TX = (state==IDLE) ? 1 : (state==START) ? tx_start_bit : command_tx[0];
assign tx_start_bit = (~tx_done) ? 0 : 1;
assign tx_done_bit = bit_count[3] & bit_count[1] & ~trmt;
	always @(posedge clk, negedge rst_n) begin
if(!rst_n)
	tx_done <= 0;
else if(bit_count[3] & bit_count[1] & ~trmt)
	tx_done <= 1;
else if(trmt)
	tx_done <= 0;
	end
	always @(posedge clk, negedge rst_n) begin
if(!rst_n)
	state <= IDLE;
	else
	state <= next_state;
	end
	always @(posedge clk, negedge rst_n) begin  
if(!rst_n)
	baud_count <= 6'h00;
else if(~count_en & ~tx_done)
	baud_count <= baud_count + 1;
	else
	baud_count <= 0;
	end
	always @(posedge clk, negedge rst_n) begin  
if(!rst_n)
	bit_count <= 4'h0;
else if(count_en)
	bit_count <= bit_count + 1;
else if(tx_done)
	bit_count <= 4'h0;
	end
	always @(posedge clk, negedge rst_n) begin
if(!rst_n)
	command_tx <= 8'hff;
	else
	command_tx <= shift_tx;
	end
	always @(state, trmt, tx_done, count_en) begin
	next_state = IDLE;  
case(state)
	IDLE : begin
if(trmt)
	next_state = START;
	else next_state=IDLE;
	end
	START : begin
if(!tx_done & count_en)
	next_state = XMIT;
else if(trmt)
	next_state = START;
else if(tx_done)
	next_state = IDLE;
	else
	next_state = START;
	end
	XMIT : begin
if(tx_done)
	next_state = START;
	else
	next_state = XMIT;
	end
	default : next_state = IDLE;
	endcase
	end
	endmodule
File: constraint.sdc
current_design UART_comm_mstr

set clk_period 2.5
set clk_io_pct 0.2

create_clock -name clk0 -period $clk_period [get_ports {clk}]

set non_clock_inputs [all_inputs -no_clocks]
set_input_delay [expr $clk_period * $clk_io_pct] -clock clk0 $non_clock_inputs
set_output_delay [expr $clk_period * $clk_io_pct] -clock clk0 [all_outputs]
File: run.sh
#!/bin/bash
# OpenROAD 26Q1-2900-gdf79404cd8, Yosys 0.63+post, stock flow scripts
make -C /OpenROAD-flow-scripts/flow DESIGN_CONFIG=/design/flow/config.mk WORK_HOME=/design/flow/orfs finish
File: config.mk
export PLATFORM = sky130hd
export DESIGN_NAME = UART_comm_mstr
export DESIGN_NICKNAME = UART_comm_mstr
export VERILOG_FILES = /design/flow/design.v
export SDC_FILE = /design/flow/constraint.sdc
export NUM_CORES = 4
export LEC_CHECK = 1
export CORE_UTILIZATION = 40
==> flow_metrics.tcl <==
# collected from the flow reports
set metrics [dict create \
    outcome "complete, no violations" \
    global_route.usage.total_pct 14.40 \
    post_cts_hold_buffer_count 0 \
    dr.pass1.iters 4 \
    avgViaCountPerCell 4.944 \
    synth.yosys.chip_area_sq_mm 0.002576 \
    cts_setup_buffers 0 \
    route.antenna.remaining_nets 0 \
    timing.final.setup_violations 0 \
    ctsResizeCount 0 \
    tool_warnings 44 \
    dpl.cell_count 322 \
    ys_warn_count 14 \
    finalCriticalPeriod_ns 2.165 \
    final_slew_viol_count 0 \
    finalCoreUtilization_pct 51.49 \
    cts_tree "done" \
    critPathCaptureType "output pin" \
    timing.final.crit_share_pct 86.59 \
    row_count 28 \
    finalHoldViolCount 0 \
    cts-htree-levels 3 \
    number_of_unconstrained_endpoints 4 \
    fp.coreArea_sq_mm 0.006061 \
    floorplanUtilization_pct 42.51 \
    worst_pin_slew_ns 0.5742 \
    number_of_antenna_violations_at_the_first_check_in_global_routing 0 \
    yosys.cell_types.count 39 \
    clock-skew-final_ns 0.006479 \
    cts_inserted_buffers 9 \
    cellLeakagePower_nw 1.525 \
    place.detailed.hpwl_um 2724 \
    port-buffer-count 22 \
    hold_path_class "in -> async" \
    timing.critical_path.fanout_max 13 \
    critPathRequiredTime_ns 2.00 \
    synth.cellmix.xorXnorShare_pct 4.420 \
    final_layout_size_suffix_gt1_share_pct 15.97 \
    netlist_area_sq_mm 0.002576 \
    boundaryPins 40 \
    die_area_sq_mm 0.006766 \
    unclocked_regs 2 \
    post_synth_and_or_nand_nor_area_fraction_pct 14.62 \
    cap_violations 0 \
    yosys-stat-cells 230 \
    detail_route.antenna_diodes 0 \
    ir_drop_mv 0.6605 \
    grt_start_max_net_pins 33 \
    timing.critical_path.arrival_ns 1.66 \
    synth-edff-count 0 \
    finalNonFillerCells 338 \
    compound_area_share_pct 7.237 \
    ys_ff 60 \
    postRouteWirelength_um 4076 \
    clock_latency_ns 0.33 \
    avgSynthCellArea_sq_um 11.20 \
    crit_path_top_delay_cell "dfrtp_1" \
    fa_ha_area_share_pct 3.885 \
    slew-limit-headroom_pct 61.72 \
    grt_pass1_vias 1583 \
    crit_type "reg -> out" \
    cp_cell_sequence "a21oi_1, o21ai_0, clkdlybuf4s50_1" \
    grt_remaining_overflow 0 \
    start_kind "register" \
    max_clock_freq_mhz 461.9 \
    fill_cells 558 \
    cpLargestDelayFamily "flip-flops" \
    detail_route.drc_violations 0 \
    asyncSetResetFlopFracSynth_pct 93.33 \
    dieWidth_um 82.26 \
    main_logic_family_after_synthesis "simple AND/OR/NAND/NOR gates" \
    power-per-cell-area_mw_per_mm2 648.7 \
    synth_cells 230 \
    critical_path.max_stage_delay_ns 0.58 \
    detailroute.via_count 1671 \
    route.detailed.wl_per_inst_um 12.06 \
    area_growth_synth_to_finish_pct 21.13 \
    synthFlopType "dfrtp_1" \
    synth.mux.area_fraction_pct 9.325 \
    critical_path_buf_inv_count 1 \
    die-height_um 82.26 \
    ctsRootBufferMaster "clkbuf_8" \
    detail_route.iter0.violations 60 \
    clock_path_buffers 2 \
    setup_repair_after_global_routing_missed_its_margin "no" \
    grt_pass1_wl_um 7148 \
    tns_ns 0 \
    path_clk_slew_ns 0.07 \
    globalplace.congestion 0.7723 \
]
layout by cell type, fill, tap and decap left out, types with 5 or more instances in the layout:
master,instances
a21oi_1,15
clkbuf_8,9
clkdlybuf4s50_1,21
dfrtp_1,46
dfstp_2,10
ha_1,8
inv_1,8
mux2_2,8
mux2i_1,15
nand2_1,11
nand3_1,7
nor2_1,37
nor3_1,8
o21ai_0,5
xnor2_1,5
xor2_1,8
cell usage after synthesis, drive strengths merged (3+ instances only):
cell type  number  area (sq um)
mux2            8         90.09
dfrtp          46          1151
nand3           8         45.04
a21oi          15         75.07
nor2           37         138.9
nor3            8         40.04
dfstp          10         262.8
or3             3         18.77
clkbuf          4         15.01
xnor2           5         43.79
o21ai           7         35.03
mux2i          15         150.1
buf             5         26.27
nand2          11         41.29
xor2            8         70.07
inv             8         30.03
ha              8         100.1
state kept, by name, indices dropped and copies added (netlist names), 2 cells and up:
| register | cells |
|---|---|
| iutx.command_tx | 8 |
| iurx.rx_data | 8 |
| iutx.baud_count | 6 |
| iutx.state | 3 |
| iurx.state | 4 |
| state | 2 |
| nstate | 2 |
| iurx.baud_count | 6 |
| iutx.bit_count | 4 |
| iurx.rcv_data | 8 |
| iurx.bit_count | 4 |
kinds of logic after synthesis:
logic type	after synthesis
XOR/XNOR	13
AND-OR/OR-AND	30
adder cells (fa/ha/maj)	8
other	1
multiplexers	23
buffers and inverters	17
AND/OR/NAND/NOR	78
flip-flops	58
latches	2
layout make-up:
type | instances | area (sq um) | share of cell area [%]
Tap cell | 75 | 93.84 | 3.007
Multi-Input combinational cell | 153 | 1021 | 32.72
Sequential cell | 60 | 1484 | 47.55
Clock inverter | 5 | 102.6 | 3.288
Timing Repair Buffer | 26 | 257.7 | 8.260
Clock buffer | 11 | 131.4 | 4.210
Inverter | 8 | 30.03 | 0.9623
worst paths after layout:
| kind | end | slack, ns | from | cells past startpoint |
|---|---|---|---|---|
| worst max register to register | iutx.command_tx[3]$_DFFE_PN1P_ | 0.70 | iutx.baud_count[0]$_DFF_PN0_ | 5 |
| min in group clk0 | iurx.q2_RX$_DFF_P_ | 0.35 | iurx.q1_RX$_DFF_PN0_ | 0 |
| worst min register to register | iurx.q2_RX$_DFF_P_ | 0.35 | iurx.q1_RX$_DFF_PN0_ | 0 |
| worst max-delay path | TX | 0.34 | iutx.tx_done$_DFFE_PN0P_ | 3 |
| max in group asynchronous | iutx.command_tx[1]$_DFFE_PN1P_ | 1.70 | rst_n | 2 |
| worst min-delay path | iurx.bit_count[2]$_DFFE_PN0P_ | 0.16 | rst_n | 1 |
power breakdown:
group | switching, mW | total (mW) | leakage (nW) | internal, mW
sequential | 0.00407 | 0.956 | 0.767 | 0.952
combinational | 0.0287 | 0.0554 | 0.645 | 0.0267
clock | 0.352 | 1.01 | 0.114 | 0.661
total | 0.385 | 2.02 | 1.53 | 1.64
metal layers:
metal / routed length [um] / global-route usage (%) / up-vias / share of wire, %
met5: 0 / 0 / - / 0
met4: 51 / 1.404 / 0 / 1.3
met3: 208 / 5.351 / 5 / 5.1
met2: 1820 / 22.15 / 28 / 45
met1: 1996 / 21.00 / 796 / 49
li1: - / - / 842 / -
metrics by stage:
step	setup slack [ns]	hold WS [ns]	instance area [sq um]	power (mW)
floorplan	0.9570	0.2044	2576	0.9843
CTS	0.3169	0.1696	3120	2.059
global placement	0.6910	0.3286	2887	1.030
detailed placement	0.7139	0.3390	2887	1.030
finish	0.3352	0.1591	3120	2.024
global route	0.2417	0.1878	3120	2.108
Power figures rest on the tool's default switching activity, not on a simulated workload.
