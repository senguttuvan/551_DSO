==> ./design.v <==
module SPI_slv(clk,rst_n,tx_data,wrt,SCLK,MISO,SS_n,MOSI,cmd_rcvd,cmd_rdy,rsp_rdy);
  input clk,rst_n,SS_n,SCLK,wrt,MOSI;
  input [15:0] tx_data;
  output MISO;
  output [15:0] cmd_rcvd;
  output cmd_rdy;
  output rsp_rdy;
  reg [15:0] shft_reg,buffer;
  reg state,nstate;
  reg shft,ld,cmd_rdy,set_cmd_rdy,rsp_rdy;
  reg SCLK_ff1,SCLK_ff2,SCLK_ff3,SS_n_ff1,SS_n_ff2;
  reg MOSI_ff1,MOSI_ff2,MOSI_ff3;
  wire negSCLK;
  localparam IDLE = 1'b0;
  localparam TX   = 1'b1;
  always @(posedge clk)
    if (wrt)
      buffer <= tx_data;
  always @(posedge clk,negedge rst_n)
    if (!rst_n)
      rsp_rdy <= 0;
    else if (wrt)
      rsp_rdy <= 1;
    else if (ld)
      rsp_rdy <= 0;
  always @(posedge clk)
    if (ld)  
      shft_reg <= buffer;
    else if (shft)
      shft_reg <= {shft_reg[14:0],MOSI_ff3};
  always @(posedge clk, negedge rst_n)
    if (!rst_n)
      begin
        SCLK_ff1 <= 1'b0;
        SCLK_ff2 <= 1'b0;
        SCLK_ff3 <= 1'b0;
        SS_n_ff1 <= 1'b1;
        SS_n_ff2 <= 1'b1;
        MOSI_ff1 <= 1'b0;
        MOSI_ff2 <= 1'b0;
        MOSI_ff3 <= 1'b0;
      end
    else
      begin
        SCLK_ff1 <= SCLK; 
        SCLK_ff2 <= SCLK_ff1;
        SCLK_ff3 <= SCLK_ff2;
        SS_n_ff1 <= SS_n;
        SS_n_ff2 <= SS_n_ff1; 
        MOSI_ff1 <= MOSI;
        MOSI_ff2 <= MOSI_ff1;
        MOSI_ff3 <= MOSI_ff2;
      end
  always @(posedge clk or negedge rst_n)
    if (!rst_n)
      state <= IDLE;
    else
      state <= nstate;
  always @(posedge clk, negedge rst_n)
    if (!rst_n)
      cmd_rdy <= 1'b0;
    else if (ld)
      cmd_rdy <= 1'b0;
    else if (set_cmd_rdy)
      cmd_rdy <= 1'b1;
  always @(state,SS_n_ff2,negSCLK)
    begin
      shft = 0;
      ld = 0;
      set_cmd_rdy = 0;
      case (state)
        IDLE : begin
          if (!SS_n_ff2)
            begin
              ld = 1;
              nstate = TX;
            end
          else nstate = IDLE;
        end
        TX : begin
          shft = negSCLK & ~SS_n_ff2;
          if (SS_n_ff2) 
            begin
              set_cmd_rdy = 1;
              nstate = IDLE;
            end
          else nstate = TX;
        end
      endcase
    end
  assign negSCLK = ~SCLK_ff2 && SCLK_ff3;
  assign MISO = (SS_n_ff2) ? 1'bz : shft_reg[15];
  assign cmd_rcvd = shft_reg;
endmodule
module dig_pot(clk,rst_n,MOSI,SCLK,SS,wipe_0,wipe_1);
  input clk,rst_n;			 
  input MOSI;				 
  input SCLK;				 
  input SS;					 
  output reg [7:0] wipe_0;		 
  output reg [7:0] wipe_1;		 
  reg cmd_rdy_ff;
  wire [15:0] cmd;			 
  wire cmd_rdy_pos_edge;
  SPI_slv iCHX_CFG(.clk(clk), .rst_n(rst_n), .tx_data(16'h00), .wrt(1'b0), .SCLK(SCLK), .MISO(),
                   .SS_n(SS), .MOSI(MOSI), .cmd_rcvd(cmd), .cmd_rdy(cmd_rdy), .rsp_rdy());
  always @(posedge clk, negedge rst_n)
    if (!rst_n)
	  wipe_0 <= 8'h80;		 
	else if (cmd_rdy_pos_edge)
	  wipe_0 <= ((cmd[13:12]==2'b01) && (cmd[8])) ? cmd[7:0] : wipe_0;
  always @(posedge clk, negedge rst_n)
    if (!rst_n)
	  wipe_1 <= 8'h80;		 
	else if (cmd_rdy_pos_edge)
	  wipe_1 <= ((cmd[13:12]==2'b01) && (cmd[9])) ? cmd[7:0] : wipe_1;	  
  always @(posedge clk, negedge rst_n)
    if (!rst_n)
	  cmd_rdy_ff <= 1'b0;
	else
	  cmd_rdy_ff <= cmd_rdy;
  assign cmd_rdy_pos_edge = cmd_rdy & ~cmd_rdy_ff;
endmodule
==> ./run.sh <==
#!/bin/bash
# OpenROAD 26Q1-2900-gdf79404cd8, Yosys 0.63+post, stock flow scripts
make -C /OpenROAD-flow-scripts/flow DESIGN_CONFIG=/design/flow/config.mk WORK_HOME=/design/flow/orfs finish
==> ./config.mk <==
export PLATFORM = sky130hd
export DESIGN_NAME = dig_pot
export DESIGN_NICKNAME = dig_pot
export VERILOG_FILES = /design/flow/design.v
export SDC_FILE = /design/flow/constraint.sdc
export NUM_CORES = 4
export LEC_CHECK = 1
export CORE_AREA = 10 10 110 110
export DIE_AREA = 0 0 120 120
==> ./constraint.sdc <==
current_design dig_pot

set clk_period 2.2
set clk_io_pct 0.2

create_clock -name clk0 -period $clk_period [get_ports {clk}]

set non_clock_inputs [all_inputs -no_clocks]
set_input_delay [expr $clk_period * $clk_io_pct] -clock clk0 $non_clock_inputs
set_output_delay [expr $clk_period * $clk_io_pct] -clock clk0 [all_outputs]
==> node_exporter_impl.prom <==
# HELP chip_impl_metric Implementation results
# TYPE chip_impl_metric gauge
chip_impl_info{name="run_status",value="finished clean"} 1
chip_impl_metric{name="first_iter_violations",unit=""} 22
chip_impl_info{name="worst_r2r_endpoint",value="wipe_1[4]"} 1
chip_impl_metric{name="fin_skew",unit="ps"} 6.12
chip_impl_metric{name="core_area",unit="mm²"} 0.00977
chip_impl_metric{name="drt_pass1_iterations",unit=""} 4
chip_impl_metric{name="cts_max_path_bufs",unit=""} 2
chip_impl_metric{name="postCtsSetupRepairBufs",unit=""} 0
chip_impl_metric{name="peak_vdd_ir",unit="mV"} 0.350
chip_impl_metric{name="grt_usage",unit=""} 0.0345
chip_impl_metric{name="cellInternalPower",unit="W"} 0.00131
chip_impl_metric{name="cts_hold_buf",unit=""} 0
chip_impl_metric{name="cts_buffers",unit=""} 5
chip_impl_info{name="tritoncts_clock_tree",value="yes"} 1
chip_impl_metric{name="setup_slack",unit="ps"} 490
chip_impl_metric{name="antennaDiodeCount",unit=""} 0
chip_impl_info{name="critical-path-slowest-cell",value="dfstp_2"} 1
chip_impl_metric{name="drt_wl_total",unit="µm"} 2300
chip_impl_metric{name="drive_gt1_frac",unit=""} 0.330
chip_impl_metric{name="warnings",unit=""} 25
chip_impl_metric{name="hold_viol_final",unit=""} 0
chip_impl_metric{name="power.density_cell_area",unit="mW/mm²"} 893
chip_impl_metric{name="final_period_minus_worst_setup_slack",unit="ps"} 1710
chip_impl_metric{name="cts.clk_slew.worst_paths",unit="ps"} 70
chip_impl_metric{name="detail_route.drc_violations",unit=""} 0
chip_impl_metric{name="clock_latency",unit="ps"} 280
chip_impl_metric{name="required",unit="ps"} 1760
chip_impl_metric{name="yosysWarningCount",unit=""} 4
chip_impl_metric{name="achievable-frequency",unit="GHz"} 0.585
chip_impl_metric{name="globalRouteOverflowTotal",unit=""} 0
chip_impl_metric{name="htree_levels",unit=""} 2
chip_impl_metric{name="power.share.clock",unit=""} 0.324
chip_impl_metric{name="timing_max_transition_violations_final",unit=""} 0
chip_impl_metric{name="number_of_fill_cells_in_the_layout",unit=""} 1051
chip_impl_metric{name="routed_via_density",unit=""} 2.78
chip_impl_info{name="start_kind",value="flop"} 1
chip_impl_info{name="startpoint_of_the_tightest_hold_check_path",value="iCHX_CFG.MOSI_ff1"} 1
chip_impl_metric{name="worst_r2r_path_depth",unit=""} 3
chip_impl_metric{name="sequentialPowerShare",unit=""} 0.553
chip_impl_info{name="worst_path_dominant_cell_family",value="flip-flops"} 1
chip_impl_metric{name="area_delta_synth_final",unit="%"} 36.0
chip_impl_metric{name="final.period_utilization",unit=""} 0.777
chip_impl_info{name="hold-path-endpoint",value="iCHX_CFG.MOSI_ff2"} 1
chip_impl_metric{name="largest_register_ff_count",unit=""} 14
chip_impl_metric{name="gp_routability_congestion",unit=""} 0.727
chip_impl_info{name="crit_type",value="reg2out"} 1
chip_impl_metric{name="antenna_violating_nets_post_route",unit=""} 0
chip_impl_metric{name="detailed_place_hpwl",unit="µm"} 1620
chip_impl_metric{name="mappedNetlistArea",unit="mm²"} 0.00135
chip_impl_metric{name="crit_path_max_incr_delay",unit="ps"} 530
chip_impl_metric{name="timing.max_cap.violations",unit=""} 0
chip_impl_metric{name="worst_slew_margin",unit=""} 0.768
chip_impl_metric{name="total_power",unit="W"} 0.00163
chip_impl_metric{name="area_of_the_chip",unit="mm²"} 0.0144
chip_impl_info{name="min_path_type",value="reg2reg"} 1
chip_impl_metric{name="timing.final.setup_violations",unit=""} 0
chip_impl_metric{name="setup.reg_to_reg.worst_slack",unit="ps"} 850
chip_impl_metric{name="ys_seq_share",unit=""} 0.818
chip_impl_metric{name="switchingPower",unit="W"} 0.000321
chip_impl_info{name="timing.critical_path.cells",value="clkdlybuf4s50_1"} 1
chip_impl_metric{name="post_cts_resized",unit=""} 0
chip_impl_info{name="cts_root_buffer",value="clkbuf_8"} 1
chip_impl_metric{name="port-buffer-count",unit=""} 20
chip_impl_metric{name="cp.buffers_inverters",unit=""} 1
chip_impl_info{name="layout_top_cells",value="dfrtp_1, clkdlybuf4s50_1, mux2_2, edfxtp_1, clkbuf_8"} 1
chip_impl_metric{name="syn_avg_cell_area",unit="µm²"} 20.1
chip_impl_metric{name="placement.setup.worst_slack",unit="ps"} 791
chip_impl_metric{name="dr_total_vias",unit=""} 640
chip_impl_metric{name="grt_start_max_net_pins",unit=""} 28
chip_impl_metric{name="boundaryPins",unit=""} 21
chip_impl_metric{name="cts.sink_count",unit=""} 41
chip_impl_info{name="final_layout_top_logic_cell",value="dfrtp_1"} 1
chip_impl_metric{name="netlist-cell-type-count",unit=""} 12
chip_impl_info{name="end_kind",value="output port"} 1
chip_impl_metric{name="yosys.stat.chipArea",unit="mm²"} 0.00135
chip_impl_info{name="grt_setup_unrepaired",value="false"} 1
chip_impl_metric{name="totalNegativeSetupSlack",unit="ps"} 0
chip_impl_metric{name="route.detailed.wl_per_inst",unit="µm"} 10.0
chip_impl_metric{name="swShare",unit=""} 0.197
chip_impl_metric{name="post_synth_inst_count",unit=""} 67
chip_impl_metric{name="synth.ff_latch_count",unit=""} 41
chip_impl_metric{name="power_leakage",unit="nW"} 0.704
chip_impl_metric{name="fp.dieW",unit="µm"} 120
chip_impl_metric{name="first_global_vias",unit=""} 710
chip_impl_metric{name="comb_power_share",unit=""} 0.123
chip_impl_metric{name="cp.arrival",unit="ps"} 1270
chip_impl_info{name="r2r_start",value="iCHX_CFG.shft_reg[12]"} 1
chip_impl_metric{name="initial_utilization",unit=""} 0.138
chip_impl_metric{name="worst_hold_path.num_cells",unit=""} 0
chip_impl_metric{name="die.size.y",unit="µm"} 120
chip_impl_metric{name="grt_first_pass_wirelength",unit="µm"} 3930
chip_impl_metric{name="critical_path_peak_fanout",unit=""} 2
chip_impl_metric{name="row_count",unit=""} 36
chip_impl_metric{name="ys_cells",unit=""} 67
chip_impl_metric{name="antenna_found_initial",unit=""} 0
chip_impl_metric{name="pin_slew_with_the_least_headroom_to_its_limit",unit="ps"} 348
-- how the worst max path moves through the flow --
| stage | start | to | slack, ps | depth (start not counted) |
|---|---|---|---|---|
| final | wipe_0[7] | wipe_0[7] | 490 | 1 |
| after global routing | wipe_1[7] | wipe_1[7] | 430 | 1 |
| after CTS | wipe_0[7] | wipe_0[7] | 470 | 1 |
-- Yosys cell counts --
master	number	area, µm²
o21ai_0	1	5.00
ha_1	1	12.5
a21oi_1	1	5.00
nand2_2	2	12.5
nand2_1	1	3.75
dfrtp_1	23	576
inv_1	2	7.51
edfxtp_1	14	420
nand2b_1	1	6.26
and4bb_2	1	12.5
dfstp_2	4	105
mux2_2	16	180
-- power by group through the flow --
stage / Sequential (W) / Clock (W) / Combinational, W
finish: 0.000903 / 0.000530 / 0.000202
global route: 0.000915 / 0.000586 / 0.000229
CTS: 0.000905 / 0.000549 / 0.000212
-- layout make-up --
type                    instances  area (µm²)  area share
flip-flops and latches         41        1100       0.602
multi-input cells              24         238       0.130
repair buffers                 22         215       0.118
well taps                     133         166      0.0909
clock buffers                   7        97.6      0.0533
inverters                       2        7.51     0.00410
clock inverters                 1        5.00     0.00273
-- cell families after synthesis --
logic type / synth area share
muxes: 0.134
and+or+nand+nor: 0.0260
AOI/OAI and AO/OA: 0.00743
DFF: 0.818
buffers and inverters: 0.00558
adders and majority gates: 0.00929
-- layer usage --
metal  global-route usage  up-vias  part of all wire
met1               0.0497      321              0.49
met3               0.0200        2              0.10
met5                    0        -                 0
met4              0.00377        0            0.0039
li1                     -      299                 -
met2               0.0454       18              0.40
-- metrics by stage --
stage	hold slack [ps]	area [µm²]	util	std cells
floorplan	144	1350	-	67
finish	354	1830	0.187	230
CTS	357	1830	0.187	230
global route	361	1830	0.187	230
detailed placement	340	1730	0.177	222
global placement	334	1730	0.177	222
Power is estimated from default activity; no workload was simulated.
